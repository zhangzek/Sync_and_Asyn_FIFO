`design.v`:
```
`timescale 1 ns/ 1 ps
module on_clk_fifo(
	input        CLK,
	input        RSTn,
	input        write,
	input        read,
	input  [7:0] iData,
	output [7:0] oData,
	output       full,
	output       empty
);
reg [4:0] wp;           
reg [4:0] rp;           
reg [7:0] RAM [15:0];   
reg [7:0] oData_reg;    
always @ ( posedge CLK or negedge RSTn )
begin                   
	if (!RSTn)
	begin
		wp <= 5'b0;
	end
	else if ( write )
	begin
		RAM[wp[3:0]] <= iData;
		wp <= wp + 1'b1;
	end
end
always @ ( posedge CLK or negedge RSTn )
begin                   
	if (!RSTn)
	begin
		rp <= 5'b0;
		oData_reg <= 8'b0;
	end
	else if ( read  )
	begin
		oData_reg <= RAM[rp[3:0]];
		rp <= rp + 1'b1;
	end
end
assign full = ( wp[4] ^ rp[4] & wp[3:0] == rp[3:0] );
assign empty = ( wp == rp );
assign oData = oData_reg;
endmodule
```
`run.sh`:
```
#!/bin/bash
# OpenROAD 26Q1-2900-gdf79404cd8, Yosys 0.63+post, stock flow scripts
make -C /OpenROAD-flow-scripts/flow DESIGN_CONFIG=/design/flow/config.mk WORK_HOME=/design/flow/orfs finish
```
`config.mk`:
```
export PLATFORM = sky130hd
export DESIGN_NAME = on_clk_fifo
export DESIGN_NICKNAME = on_clk_fifo
export VERILOG_FILES = /design/flow/design.v
export SDC_FILE = /design/flow/constraint.sdc
export NUM_CORES = 4
export LEC_CHECK = 1
export CORE_UTILIZATION = 30
```
`constraint.sdc`:
```
current_design on_clk_fifo

set clk_period 3.9
set clk_io_pct 0.2

create_clock -name clk0 -period $clk_period [get_ports {CLK}]

set non_clock_inputs [all_inputs -no_clocks]
set_input_delay [expr $clk_period * $clk_io_pct] -clock clk0 $non_clock_inputs
set_output_delay [expr $clk_period * $clk_io_pct] -clock clk0 [all_outputs]
```
==> qor.log <==
INFO  run_status     status=finished, final reports clean
INFO  route          vias_per_cell=4.977
INFO  power          design_power_total=0.005070W
INFO  power          power.internal=0.003361W
INFO  worst_setup_path slowest_delay=0.58ns
INFO  global_route   grt_start_max_net_pins=57
INFO  power          seq_power_share=39.6%
INFO  final_timing   final_hold_viol_count=0
INFO  route          detail-route-antenna-nets=0
INFO  yosys          ys.warnings.count=2
INFO  worst_setup_path required=3.12ns
INFO  final_layout   fillCellCount=1826
INFO  yosys          synthArstFlopShare=12.33%
INFO  route          count_of_tritonroute_iterations_in_the_first_routing_pass=4
INFO  cts            root_buffer=sky130_fd_sc_hd__clkbuf_16
INFO  worst_setup_path setup.worst_path.end_class=output pin
INFO  floorplanning  die_area=20640um2
INFO  cts            cts_made_buffers=17
INFO  placement      placement.io_buffers=21
INFO  worst_setup_path timing_worst_setup_path_type=reg -> out
INFO  worst_setup_path crit_path_cell_trace=xnor2_1, nand4_1, nor2_1, xor2_1, clkdlybuf4s50_1
INFO  final_timing   worst_slew_pin_slew=0.8534ns
INFO  worst_setup_path worst_path_max_delay_cell=sky130_fd_sc_hd__dfrtp_1
INFO  power          leakage_power_of_the_design=2.309nW
INFO  power          switching_share_of_power=33.71%
INFO  power          share_comb_of_total_power=31.3%
INFO  worst_setup_path crit_path_start_kind=flip-flop
INFO  yosys          ys.flop_type=sky130_fd_sc_hd__edfxtp_1
INFO  route          detailedRoute.firstIterationViolations=279
INFO  cts            htreeDepth=4
INFO  yosys          synth-area-yosys=6021um2
INFO  cts            cts_tree=yes
INFO  final_layout   final-comb-area=1510um2
INFO  yosys          synth_adder_area_share=1.663%
INFO  cts            clk-insertion-delay-late=0.42ns
INFO  worst_setup_path worst_path_dominant_cell_family=flip-flops
INFO  yosys          netlist_instances=394
INFO  worst_setup_path critPathLaunch=wp[2]$_DFFE_PN0P_
INFO  cts            post_cts_buffers=0
INFO  floorplanning  std_cell_rows=51
INFO  job            max_cap_viol_count=0
INFO  floorplanning  dieHeight=143.7um
INFO  yosys          synthesis.area=6021um2
INFO  final_timing   final_min_period_over_clock_period=72.28%
INFO  worst_setup_path count_of_buffer_and_inverter_cells_on_the_critical_path=1
INFO  final_timing   unrepaired_setup_endpoints_after_global_routing=no
INFO  final_layout   lay_top_cells=sky130_fd_sc_hd__edfxtp_1, sky130_fd_sc_hd__nor2_1, sky130_fd_sc_hd__a22oi_1, sky130_fd_sc_hd__clkdlybuf4s50_1
INFO  yosys          synth.mux.area_fraction=1.995%
INFO  job            count_of_warning_messages_emitted_by_the_tools=31
INFO  floorplanning  num_io_pins=22
INFO  yosys          yosys-stat-cells=394
INFO  final_layout   register_area=4295um2
INFO  min_path       hp-start=wp[4]$_DFFE_PN0P_
INFO  min_path       worstHoldPathType=reg -> reg
INFO  final_layout   drive_above_1_share=14.22%
INFO  yosys          post_synth_ao_oa_area_fraction=11.35%
INFO  yosys          xor_xnor_portion_of_the_synthesized_cell_area=2.037%
INFO  global_route   first_global_vias=3750
INFO  final_timing   setup_viol_count_final=0
INFO  cts            cts_sinks=146
INFO  final_layout   largest_register_ff_count=128
INFO  cts            worst_setup_hold_path_clk_slew=0.06ns
INFO  yosys          simple_gate_portion_of_the_synthesized_area=8.042%
INFO  worst_setup_path crit-reg2reg-launch=rp[0]$_DFFE_PN0P_
INFO  global_route   grt_remaining_overflow=0
INFO  cts            clock_tree.buffer_depth=2
INFO  yosys          synth.yosys.seq_area_share=71.32%
INFO  floorplanning  core-area=19590um2
INFO  worst_setup_path critical_path_data_arrival_time=2.04ns
INFO  yosys          synth-edff-count=128
INFO  final_timing   setup_tns=0ns
INFO  final_timing   layout_min_cycle_time=2.819ns
INFO  global_route   antenna_found_initial=0
INFO  yosys          netlist-cell-type-count=41
INFO  route          vias=3489
INFO  final_layout   area_growth_syn_to_layout=17.08%
INFO  placement      final_hpwl_from_detailed_placement=9045um
INFO  final_timing   slew-limit-headroom=43.11%
INFO  power          power.switching=0.001709W
INFO  cts            hold_buffers=0
INFO  power          clock_power_share=29.1%
INFO  final_layout   mostFrequentLayoutCell=sky130_fd_sc_hd__edfxtp_1
INFO  yosys          largest_area_cell=sky130_fd_sc_hd__edfxtp_1
INFO  final_timing   achievable-frequency=354.7MHz
INFO  yosys          ys_seq_elements=146
INFO  route          detail_route.antenna_diodes=0
INFO  global_route   grt_first_pass_wirelength=21790um
INFO  final_timing   fin_skew=0.007146ns
INFO  route          drt-total-wl=13800um
INFO  final_timing   final_max_slew_viol_count=0
INFO  worst_setup_path path_max_fanout=10
INFO  placement      gp_congestion=0.8706
INFO  global_route   grt.total_usage=15.40%
INFO  route          route.detailed.drc=0
INFO  route          routed_wire_length_per_instance=19.68um
INFO  floorplanning  fp_util=30.73%
INFO  cts            cts-resized-gates=0
INFO  yosys          synth.logic.top_family=AND-OR/OR-AND gates
INFO  yosys          netlist_top_cells_area=sky130_fd_sc_hd__edfxtp_1, sky130_fd_sc_hd__dfrtp_1, sky130_fd_sc_hd__a22oi_1
INFO  floorplanning  die_x=143.7um
INFO  yosys          syn-mean-instance-area=15.28um2
INFO  power          ir_drop_worst_case_vdd=0.0002395V
INFO  yosys          post-synth-top-area-fraction=63.84%
INFO  power          power.density_cell_area=719.3nW/um2
-- synthesized netlist by cell type (3+ instances only) --
| library cell | n |
|---|---|
| sky130_fd_sc_hd__edfxtp_1 | 128 |
| sky130_fd_sc_hd__nor2_1 | 31 |
| sky130_fd_sc_hd__a22oi_1 | 22 |
| sky130_fd_sc_hd__dfrtp_1 | 18 |
| sky130_fd_sc_hd__a21oi_1 | 15 |
| sky130_fd_sc_hd__nand3_1 | 14 |
| sky130_fd_sc_hd__nand2_1 | 13 |
| sky130_fd_sc_hd__mux2i_1 | 12 |
| sky130_fd_sc_hd__inv_1 | 11 |
| sky130_fd_sc_hd__buf_4 | 9 |
| sky130_fd_sc_hd__xnor2_1 | 9 |
| sky130_fd_sc_hd__a221oi_2 | 8 |
| sky130_fd_sc_hd__buf_2 | 8 |
| sky130_fd_sc_hd__ha_1 | 8 |
| sky130_fd_sc_hd__nand3b_1 | 8 |
| sky130_fd_sc_hd__o22ai_1 | 8 |
| sky130_fd_sc_hd__a221oi_1 | 7 |
| sky130_fd_sc_hd__nor4_2 | 6 |
| sky130_fd_sc_hd__nor3_1 | 5 |
| sky130_fd_sc_hd__o21ai_0 | 5 |
| sky130_fd_sc_hd__o32ai_1 | 5 |
| sky130_fd_sc_hd__xor2_1 | 5 |
| sky130_fd_sc_hd__a211oi_1 | 4 |
| sky130_fd_sc_hd__a22o_1 | 4 |
| sky130_fd_sc_hd__clkbuf_1 | 4 |
| sky130_fd_sc_hd__nand4_1 | 4 |
| sky130_fd_sc_hd__a32o_1 | 3 |
| sky130_fd_sc_hd__buf_6 | 3 |
| sky130_fd_sc_hd__nand2b_1 | 3 |
| sky130_fd_sc_hd__nor3b_1 | 3 |
-- stage by stage --
stage	setup slack [ns]	instance area (um2)	hold slack (ns)	utilization [%]	std cells
global route	0.9262	7049	0.5632	35.98	701
global placement	1.247	6505	0.5116	33.21	670
floorplan	1.694	6021	0.4840	-	394
finish	1.081	7049	0.5263	35.98	701
CTS	1.060	7049	0.5320	35.98	701
detailed placement	1.172	6505	0.5251	33.21	670
-- area by class of cell --
class                   instances  share of cell area [%]
well taps                     265                   4.704
clock inverters                13                   1.633
flip-flops and latches        146                   60.93
inverters                      12                  0.6390
repair buffers                 36                   4.579
multi-input cells             211                   21.42
clock buffers                  18                   6.088
-- cells by family after synthesis --
| kind of cell | count (synthesis) |
|---|---|
| DFF | 146 |
| adders and majority gates | 8 |
| xor gates and xnor gates | 14 |
| and+or+nand+nor | 90 |
| buffers and inverters | 37 |
| AOI/OAI and AO/OA | 87 |
| muxes | 12 |
-- per-layer routing --
metal	vias up	global-route usage (%)	share of wire, %
li1	1602	-	-
met1	1695	19.91	41
met2	172	22.56	44
met3	20	10.82	13
met4	0	1.456	1.3
met5	-	0	0
-- worst register-to-register path, cell delays in order, from the launching register on --
cell and delay (ns):
sky130_fd_sc_hd__dfrtp_1 0.46, sky130_fd_sc_hd__inv_1 0.11, sky130_fd_sc_hd__ha_1 0.72, sky130_fd_sc_hd__buf_4 0.32, sky130_fd_sc_hd__a22oi_1 0.10, sky130_fd_sc_hd__a21oi_1 0.35, sky130_fd_sc_hd__o22ai_1 0.19, sky130_fd_sc_hd__a221oi_2 0.30
-- power groups by stage --
| stage | Combinational [W] | Clock [W] | Sequential [W] |
|---|---|---|---|
| CTS | 0.00159 | 0.00150 | 0.00201 |
| global route | 0.00176 | 0.00157 | 0.00203 |
| finish | 0.00159 | 0.00147 | 0.00201 |
-- final timing paths --
| path | to | slack (ns) | cells after the start |
|---|---|---|---|
| hold reg to reg | wp[4]$_DFFE_PN0P_ | 0.53 | 1 |
| setup / recovery | full | 1.08 | 5 |
| min in group asynchronous | oData_reg[0]$_DFFE_PN0P_ | 0.95 | 2 |
| hold / removal | wp[4]$_DFFE_PN0P_ | 0.53 | 1 |
| max in group asynchronous | rp[3]$_DFFE_PN0P_ | 2.73 | 2 |
| setup reg to reg | oData_reg[0]$_DFFE_PN0P_ | 1.27 | 7 |
Power figures rest on the tool's default switching activity, not on a simulated workload.
